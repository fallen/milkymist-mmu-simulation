### design.v
module lm32_dp_ram(
	clk_i,
	rst_i,
	we_i,
	waddr_i,
	wdata_i,
	raddr_i,
	rdata_o);
parameter addr_width = 32;
parameter addr_depth = 1024;
parameter data_width = 8;
input clk_i;
input rst_i;
input we_i;
input [addr_width-1:0] waddr_i;
input [data_width-1:0] wdata_i;
input [addr_width-1:0] raddr_i;
output [data_width-1:0] rdata_o;
reg [data_width-1:0] ram[addr_depth-1:0];
reg [addr_width-1:0] raddr_r;
assign rdata_o = ram[raddr_r];
integer i;
initial
begin
	for (i = addr_depth-1 ; i >= 0 ; i = i-1)
	begin
		ram[i] <= {data_width{1'b0}};
	end
end
always @ (posedge clk_i)
begin
	if (we_i)
		ram[waddr_i] <= wdata_i;
	raddr_r <= raddr_i;
end
endmodule
### run.sh
#!/bin/bash
# OpenROAD 26Q1-2900-gdf79404cd8, Yosys 0.63+post, stock flow scripts
make -C /OpenROAD-flow-scripts/flow DESIGN_CONFIG=/design/flow/config.mk WORK_HOME=/design/flow/orfs finish
### config.mk
export PLATFORM = sky130hd
export DESIGN_NAME = lm32_dp_ram
export DESIGN_NICKNAME = lm32_dp_ram
export VERILOG_FILES = /design/flow/design.v
export SDC_FILE = /design/flow/constraint.sdc
export NUM_CORES = 4
export LEC_CHECK = 1
export CORE_UTILIZATION = 50
export SYNTH_MEMORY_MAX_BITS = 65536
### constraint.sdc
current_design lm32_dp_ram

set clk_period 296.1
set clk_io_pct 0.2

create_clock -name clk0 -period $clk_period [get_ports {clk_i}]

set non_clock_inputs [all_inputs -no_clocks]
set_input_delay [expr $clk_period * $clk_io_pct] -clock clk0 $non_clock_inputs
set_output_delay [expr $clk_period * $clk_io_pct] -clock clk0 [all_outputs]
==> reports/results.ini <==
[critical_path]
critPathTopFamily = buffers and inverters
crit_fanout = 41
crit_cells = 18
required_ns = 236.88
worst_path_max_delay_cell = nor3_1
crit_top_cell = buf_4
crit_arrival_ns = 11.08
path_cells = buf_4 > buf_4 > buf_4 > buf_4 > buf_4 > buf_4 > buf_4 > buf_4 > buf_4 > mux2i_1 > o221ai_1 > nor3_1 > nor4_1 > nand3_1 > nor3_1 > a22o_1 > a2111o_1 > clkdlybuf4s50_1
cpPeakStageDelay_ns = 0.81
crit_type = reg -> out
crit_path_end_kind = output pin
cp_num_buf_inv = 10
cp-start-kind = flop

[drt]
drt_iter0_markers = 10759
wl_per_cell_um = 35.9
vias = 156017
via_per_inst = 6.22
ant_nets = 0
drt_pass1_iterations = 5
drt-total-wl_um = 900000
remaining_drc_errors = 0

[logic_synthesis]
async_flop_share_pct = 0
ys_warn_count = 1
postSynthSeqShare_pct = 77.2
avgSynthCellArea_um2 = 21.0
ys_types = 81
synthTopLogicFamily = multiplexers
ys_sh_simple_pct = 2.36
ys_chip_area_um2 = 319000
synthMuxAreaShare_pct = 15.1
syn_inst = 15230
xor_share_pct = 0
syn-cell-area_um2 = 319000
synth_compound_gate_area_share_pct = 3.37
flop_cell = edfxtp_1
synth-edff-count = 8192
synthAdderAreaFrac_pct = 0
ys_cells = 15230
ys_ff = 8202

[layout]
reg_top3 = ram: 8192 flops
syn_to_final_growth_pct = 12.0
n_fill_cell = 46032
fin_cells = 25080
largest_reg_flops = 8192
final_area_um2 = 357000
drive_gt1_share_pct = 22.6
regMostFlops = ram

[global_route]
grt_pass1_vias = 168407
gr-usage-all-layers_pct = 31.8
grt_pass1_wl_um = 1260000
grt-ovfl-total = 0
antenna_found_initial = 72
met1_usage_pct = 40.1
grtUsageMet3_pct = 24.9
grt_busiest_layer = met2
met2_usage_pct = 43.8
grt_max_degree = 133

[placement]
placed_cells_incl_taps = 23471
gp_congestion = 0.911
portBuffers = 37
dp_hpwl_um = 569000
dpl_cell_area_um2 = 331000

[cts]
post_cts_buffers = 0
clockBufferDepth = 4
cts_tree = built
ctsResizeCount = 0
clk_pin_slew_ns = 0.06
numCtsBuffers = 814
hold_buffers = 0
root_buffer = clkbuf_16
htreeDepth = 6
clock-sinks = 8202

[flow_run]
warning_count = 114
maxCapViolCount = 0

[power_and_ir_drop]
seq_power_share_pct = 53.0
ir_worst_vdd_mv = 0.00735
intPower_w = 0.00189
p_clk_share_pct = 42.0
leakagePower_nw = 112
pwr-share-comb_pct = 5.0
power_density_nw_per_um2 = 6.75
switching_share_pct = 21.6
p_sw_w = 0.000520

[sta]
hold_viol_final = 0
fin_crit_ns = 70.31
holdWs_ns = 58.49
setup_tns_ns = 0
setup_violations = 0
fmax_mhz = 14.2
tightest_slew_ns = 1.16
max_slew_margin_pct = 21.6
rsz0062_at_grt = no
finalClockPeriodUsage_pct = 23.7
slew_violations = 0

[worst_hold_path]
hp-class = in -> reg
min_to = ram[49][2]$_DFFE_PP_
hold_start = wdata_i[2]
hold_depth = 1

[run_status]
run_status = finished, final reports clean

[floorplan]
core_util_floorplan_pct = 50.2
dieWidth_um = 801
dieArea_um2 = 641000
io_pins = 83
core-area_um2 = 636000
die_y_um = 801
rows = 293

[placed cells by master (no fill, tap or decap), drive strengths merged, types with 31 or more instances in the layout]
cell / n
edfxtp: 8192
mux4: 1626
nor2: 1133
mux2i: 1041
clkbuf: 1002
buf: 810
clkinv: 399
o221ai: 292
a21oi: 256
a22oi: 246
o22ai: 218
nand2: 181
nor3: 133
o21ai: 127
nand3: 101
diode: 93
mux2: 91
a211oi: 84
bufinv: 75
a221oi: 66
a22o: 46
nor4: 43
inv: 34
nand4: 31
[cell type report]
cell class | instances | area, µm² | area share (%)
clock buffer | 1002 | 21300 | 5.97
antenna | 93 | 233 | 0.0651
clock inverter | 514 | 4830 | 1.35
multi-input combinational | 6017 | 67400 | 18.9
timing repair buffer | 838 | 6680 | 1.87
tap | 8407 | 10500 | 2.94
inverter | 7 | 51.3 | 0.0144
sequential | 8202 | 246000 | 68.9
[how the worst max path moves through the flow]
stage | end | start | slack (ns)
final | rdata_o[0] | flop | 225.80
after global routing | rdata_o[0] | flop | 225.09
after CTS | rdata_o[4] | flop | 225.59
[routing by layer]
metal | wire length [µm] | vias up | share of wire (%)
met1 | 271000 | 79662 | 30
met2 | 417000 | 9124 | 46
met5 | 2660 | - | 0.30
li1 | - | 65377 | -
met4 | 43600 | 136 | 4.8
met3 | 166000 | 1718 | 18
[kinds of logic (layout without fill, tap and decap cells)]
family / Yosys count / in the layout
flops: 8202 / 8202
mux: 2758 / 2758
compound gates: 1506 / 1506
buf+inv: 1011 / 2361
other cells: 0 / 93
simple gates: 1753 / 1753
[power groups by stage]
| stage | Sequential (W) | Combinational [W] | Clock [W] |
|---|---|---|---|
| finish | 0.00128 | 0.000120 | 0.00101 |
| global route | 0.00128 | 0.000127 | 0.00107 |
| CTS | 0.00128 | 0.000120 | 0.00103 |
[Yosys cell counts, types with 18 or more instances]
| cell | number | area share [%] |
|---|---|---|
| o22ai_1 | 218 | 0.43 |
| nor4_1 | 43 | 0.084 |
| nor2_1 | 1133 | 1.3 |
| or3_1 | 18 | 0.035 |
| a211o_1 | 28 | 0.077 |
| mux4_1 | 61 | 0.50 |
| o21ai_0 | 124 | 0.19 |
| a22o_1 | 46 | 0.13 |
| o211ai_1 | 24 | 0.056 |
| a21oi_1 | 256 | 0.40 |
| edfxtp_1 | 8192 | 77 |
| mux4_2 | 1565 | 11 |
| o221ai_1 | 292 | 0.80 |
| buf_12 | 20 | 0.13 |
| mux2i_1 | 1041 | 3.3 |
| buf_4 | 130 | 0.31 |
| nand4_1 | 31 | 0.061 |
| a211oi_1 | 84 | 0.20 |
| a31oi_1 | 23 | 0.045 |
| a221o_1 | 18 | 0.056 |
| buf_1 | 109 | 0.13 |
| a221oi_1 | 66 | 0.18 |
| a22oi_1 | 246 | 0.58 |
| a2111oi_0 | 24 | 0.066 |
| mux2_2 | 90 | 0.32 |
| buf_8 | 23 | 0.11 |
| buf_6 | 159 | 0.56 |
| nand3_1 | 101 | 0.16 |
| nand2_1 | 181 | 0.21 |
| clkbuf_1 | 388 | 0.46 |
| buf_2 | 170 | 0.27 |
| nor3_1 | 133 | 0.21 |
[stage by stage]
stage	total power [W]	util (%)	setup slack [ns]
2_1_floorplan	0.00136	-	234.00
5_1_grt	0.00248	56.1	225.09
3_3_place_gp	0.00142	52.0	226.84
6_report	0.00241	56.2	225.80
4_1_cts	0.00243	56.1	225.59
3_5_place_dp	0.00142	52.0	226.86
Power is estimated from default activity; no workload was simulated.
